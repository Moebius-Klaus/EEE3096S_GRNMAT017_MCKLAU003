`./config.mk`:
```
export PLATFORM = sky130hd
export DESIGN_NAME = simple_cpu
export DESIGN_NICKNAME = simple_cpu
export VERILOG_FILES = /design/flow/design.v
export SDC_FILE = /design/flow/constraint.sdc
export NUM_CORES = 4
export LEC_CHECK = 1
export CORE_UTILIZATION = 40
```
`./constraint.sdc`:
```
current_design simple_cpu

set clk_period 7.6
set clk_io_pct 0.2

create_clock -name clk0 -period $clk_period [get_ports {clk}]

set non_clock_inputs [all_inputs -no_clocks]
set_input_delay [expr $clk_period * $clk_io_pct] -clock clk0 $non_clock_inputs
set_output_delay [expr $clk_period * $clk_io_pct] -clock clk0 [all_outputs]
```
`./design.v`:
```
`timescale 1ns / 1ps
module alu( clk, operand_a, operand_b, opcode, result);
    parameter DATA_WIDTH = 8;
    input clk;
    input[DATA_WIDTH-1:0]operand_a,operand_b;
    input [3:0] opcode;
    output reg[DATA_WIDTH-1:0] result;
  always@(posedge clk)
    begin
     case(opcode)
        4'b0000:  
           result <= operand_a + operand_b ; 
        4'b0001:  
           result <= operand_a - operand_b;
        default: result <= 8'bx; 
     endcase
    end
endmodule
`timescale 1ns / 1ps
module reg_mem (addr, data_in, wen, clk, data_out);
    parameter DATA_WIDTH = 8;  
    parameter ADDR_BITS = 5;  
    input [ADDR_BITS-1:0] addr;
    input [DATA_WIDTH-1:0] data_in;
    input wen;
    input clk;
    output reg [DATA_WIDTH-1:0] data_out;
    reg [DATA_WIDTH-1:0] mem_array [(2**ADDR_BITS)-1:0];
    always @(posedge clk) begin
        if (wen) begin  
            mem_array[addr] <= data_in;
          	data_out <= #(DATA_WIDTH)'b0;
        end
        else begin  
            data_out <= mem_array[addr];
        end
    end
endmodule
`timescale 1ns / 1ps
module CU (clk,rst, instr, result2, operand1, operand2, offset, opcode, sel1, sel3,w_r, epwave0, epwave1, epwave2, epwave3);
    parameter DATA_WIDTH = 8;  
    parameter ADDR_BITS = 5;  
    parameter INSTR_WIDTH =20; 
    input clk,rst;
    input [INSTR_WIDTH-1:0]instr;
    input [DATA_WIDTH-1:0] result2;
    output reg [DATA_WIDTH-1:0] operand1;
    output reg [DATA_WIDTH-1:0] operand2;
    output reg [DATA_WIDTH-1:0] offset;
    output reg [3:0] opcode;
    output reg sel1, sel3, w_r;
  	output reg [DATA_WIDTH-1:0] epwave0; 
    output reg [DATA_WIDTH-1:0] epwave1; 
    output reg [DATA_WIDTH-1:0] epwave2; 
    output reg [DATA_WIDTH-1:0] epwave3; 
  	reg [DATA_WIDTH-1:0] regfile [0:3];
    reg [INSTR_WIDTH-1:0]instruction;
  	assign epwave0 = regfile[0]; 
    assign epwave1 = regfile[1];
    assign epwave2 = regfile[2];
    assign epwave3 = regfile[3];
    parameter RESET = 4'b0000;
    parameter DECODE = 4'b0001;
    parameter EXECUTE = 4'b0010;
    parameter MEM_ACCESS = 4'b0100;
    parameter WRITE_BACK = 4'b1000;
    reg [3:0] state = RESET;
    always @(posedge clk) begin
        instruction = instr;
        case (state)
            RESET : begin  
                if (instruction[19:18] == 2'b00)  begin
                    state = RESET; 
                    end else begin
                    state = DECODE;  
                    end
                regfile[0]<= 8'd0;
                regfile[1]<= 8'd1;
                regfile[2]<= 8'd2;
                regfile[3]<= 8'd3;
                operand1 <= #(DATA_WIDTH)'d0;
                operand2 <= #(DATA_WIDTH)'d0;
                offset <= #(DATA_WIDTH)'d0;
                opcode <= 4'b1111;
                sel1 <= 0;
                sel3 <= 0;
                w_r <= 0;
            end
            DECODE: begin  
                state = EXECUTE;  
                if (instruction[19:18] == 2'b1) begin  
                    operand1 <= regfile[instruction[15:14]];  
                    operand2 <= regfile[instruction[13:12]];  
                    offset <= instruction[11:4];
                    opcode <= instruction[3:0];
                    sel1 <= 1;  
                    sel3 <= 0;  
                    w_r <= 0;
                end else if (instruction[19:18] == 2'b10) begin  
                    operand1 <= regfile[instruction[15:14]];  
                  	operand2 <= regfile[instruction[17:16]];  
                    offset <= instruction[11:4];
                    opcode <= instruction[3:0];
                    sel1 <= 0;  
                    sel3 <= 1;  
                    w_r <= 0;
                end else if (instruction[19:18] == 2'b11) begin  
                    operand1 <= regfile[instruction[15:14]];  
                    operand2 <= regfile[instruction[17:16]];  
                    offset <= instruction[11:4];
                    opcode <= instruction[3:0];
                    sel1 <= 0;  
                    sel3 <= 1;  
                    w_r <= 1;  
                end
            end
            EXECUTE: begin  
                state = MEM_ACCESS;  
                if (instruction[19:18] == 2'b01) begin  
                    state = WRITE_BACK;
                    operand1 <= regfile[instruction[15:14]];  
                    operand2 <= regfile[instruction[13:12]];  
                    offset <= instruction[11:4];
                    opcode <= instruction[3:0];
                    sel1 <= 1;  
                    sel3 <= 0;  
                    w_r <= 0;
                end else if (instruction[19:18] == 2'b10) begin  
                    operand1 <= regfile[instruction[15:14]];  
                  operand2 <= regfile[instruction[17:16]];  
                    offset <= instruction[11:4];
                    opcode <= instruction[3:0];
                    sel1 <= 0;  
                    sel3 <= 1;  
                    w_r <= 0;
                end else if (instruction[19:18] == 2'b11) begin  
                    operand1 <= regfile[instruction[15:14]];  
                    operand2 <= regfile[instruction[17:16]];  
                    offset <= instruction[11:4];
                    opcode <= instruction[3:0];
                    sel1 <= 0;  
                    sel3 <= 1;  
                    w_r <= 1;  
                end
            end
            MEM_ACCESS: begin  
                state = WRITE_BACK;  
                if (instruction[19:18] == 2'b10) begin  
                    operand1 <= regfile[instruction[15:14]];  
                  	operand2 <= regfile[instruction[17:16]];  
                    offset <= instruction[11:4];
                    opcode <= instruction[3:0];
                    sel1 <= 0;  
                    sel3 <= 1;  
                    w_r <= 0;
                end else if (instruction[19:18] == 2'b11) begin  
                  	state = DECODE;  
                    operand1 <= regfile[instruction[15:14]];  
                    operand2 <= regfile[instruction[17:16]];  
                    offset <= instruction[11:4];
                    opcode <= instruction[3:0];
                    sel1 <= 0;  
                    sel3 <= 1;  
                    w_r <= 1;  
                end
            end
            WRITE_BACK: begin  
                state = DECODE;  
                if (instruction[19:18] == 2'b01) begin  
                    regfile[instruction[17:16]] <= result2;  
                    operand1 <= regfile[instruction[15:14]];  
                    operand2 <= regfile[instruction[13:12]];  
                    offset <= instruction[11:4];
                    opcode <= instruction[3:0];
                    sel1 <= 1;  
                    sel3 <= 0;  
                    w_r <= 0;
                end else if (instruction[19:18] == 2'b10) begin  
                  	regfile[instruction[17:16]] <= result2;  
                    operand1 <= regfile[instruction[15:14]];  
                  operand2 <= regfile[instruction[17:16]];  
                    offset <= instruction[11:4];
                    opcode <= instruction[3:0];
                    sel1 <= 0;  
                    sel3 <= 1;  
                    w_r <= 0;
                end else if (instruction[19:18] == 2'b11) begin  
                  	regfile[instruction[17:16]] <= result2;  
                  	operand1 <= regfile[instruction[15:14]];  
                    operand2 <= regfile[instruction[17:16]];  
                    offset <= instruction[11:4];
                    opcode <= instruction[3:0];
                    sel1 <= 0;  
                    sel3 <= 1;  
                    w_r <= 1;  
                end
            end
            default:  
            state = RESET;  
        endcase
    end
endmodule
`timescale 1ns / 1ps
module simple_cpu( clk, rst, instruction, epwave0, epwave1, epwave2, epwave3);
    parameter DATA_WIDTH = 8;  
    parameter ADDR_BITS = 5;  
    parameter INSTR_WIDTH =20;  
    input clk, rst;
  	input [INSTR_WIDTH-1:0] instruction;
  	output [DATA_WIDTH-1:0] epwave0;
    output [DATA_WIDTH-1:0] epwave1;
    output [DATA_WIDTH-1:0] epwave2;
    output [DATA_WIDTH-1:0] epwave3;
    wire [ADDR_BITS-1:0] addr_i;
    wire [DATA_WIDTH-1:0] data_in_i, data_out_i, result2_i ;
    wire wen_i; 
    wire [DATA_WIDTH-1:0]operand_a_i, operand_b_i, result1_i;
    wire [3:0]opcode_i;
    wire [DATA_WIDTH-1:0]offset_i;
    wire sel1_i, sel3_i;
  	wire [DATA_WIDTH-1:0] operand_1_i, operand_2_i;
  	wire [DATA_WIDTH-1:0] ep_i [0:3];  
    alu #(DATA_WIDTH) alu1 (clk, operand_a_i, operand_b_i, opcode_i, result1_i);
  	reg_mem  #(DATA_WIDTH,ADDR_BITS) data_memory(addr_i, data_in_i, wen_i, clk, data_out_i);
 	 CU  #(DATA_WIDTH,ADDR_BITS, INSTR_WIDTH) CU1(clk, rst, instruction, result2_i, operand_1_i, operand_2_i, offset_i, opcode_i, sel1_i, sel3_i, wen_i, ep_i[0], ep_i[1], ep_i[2], ep_i[3]);
    assign operand_a_i = operand_1_i;
    assign operand_b_i = (sel3_i == 0) ? operand_2_i: (sel3_i == 1) ? offset_i : 8'bx;
    assign data_in_i = operand_2_i;
    assign epwave0 = ep_i[0];
    assign epwave1 = ep_i[1];
    assign epwave2 = ep_i[2];
    assign epwave3 = ep_i[3];
    assign result2_i = (sel1_i == 0) ? data_out_i : (sel1_i == 1) ? result1_i : 8'bx;  
endmodule
```
`./run.sh`:
```
#!/bin/bash
# OpenROAD 26Q1-2900-gdf79404cd8, Yosys 0.63+post, stock flow scripts
make -C /OpenROAD-flow-scripts/flow DESIGN_CONFIG=/design/flow/config.mk WORK_HOME=/design/flow/orfs finish
```
==> flow_summary.toml <==
# physical design summary
[run_status]
status = "finished clean"

[setup_path]
path_max_fanout = 17
r2r_cells = 9
cp-start-kind = "primary input"
cpMaxStageDelayCell = "clkdlybuf4s50_1"
worstPathArrival_ps = 4040
cp_slowest_stage_delay_ps = 640
worstPathCellList = "clkdlybuf4s50_1 > nor3b_4 > o211ai_2 > mux2_4 > mux4_2 > a22o_1"
cp_data_required_time_ps = 7700
crit_type = "in -> reg"
worstSetupEndpointType = "register"

[clocking]
postCtsHoldBufs = 0
clk_latency_ps = 330
root_buffer = "clkbuf_8"
htree_num_levels = 3
cts_resized = 0
clockBufferDepth = 2
numCtsBuffers = 9
cts.sinks = 74
clkTransAtPathRegs_ps = 80
cts_tree = "yes"
postCtsSetupBuffers = 0

[route]
vias = 3230
viasPerCell = 5.475
route.detailed.drc = 0
wl_per_cell_um = 17.17
firstDrtPassIters = 4
drt_wl_total_mm = 10.13
detail-route-antenna-nets = 0
drtIter0Drc = 140
diodes = 0

[final_layout]
fill_cells = 910
regArea_sq_mm = 0.002102
logic_area_sq_mm = 0.001972
stdcell_count = 590
final_layout_size_suffix_gt1_frac = 0.07930
postLayoutCoreUtil = 0.4935
synthToLayoutAreaGrowth_pct = 19.59

[placement]
gp_congestion = 0.8825
port_buffers = 52
dp_cells = 574
dp_hpwl_mm = 7.403

[power_and_ir_drop]
ir_worst_vdd_mv = 0.2081
leakage_nw = 1.936
cellPowerDensity_mw_per_mm2 = 474.8
power_mw = 2.419

[yosys]
ys_sh_xor = 0.03054
synth_cells = 405
ys_cells = 405
ys_chip_area_sq_mm = 0.004260
synth_area_sq_mm = 0.004260
logic_family = "AND-OR/OR-AND gates"
mux_share = 0.06784
ys_seq_share = 0.4934
ys_sh_simple = 0.1521
syn_avg_cell_area_sq_um = 10.52
aoi_share = 0.1824
synthAdderAreaFrac = 0.02819
flop_cell = "edfxtp_1"
synth-edff-count = 62
synthArstFlopShare = 0
ys.flops = 74
yosys_warnings = 13
yosysUniqueCellTypes = 60

[timing]
whs_ps = 586.8
fin_setup_tns_ps = 0
setup_violations = 0
finalHoldViolCount = 0
slew_headroom = 0.4364
clock.fmax_ghz = 0.2535
rsz0062_at_grt = "no"
tightest_slew_ps = 843.0
finalCriticalPeriod_ps = 3944
drv_slew = 0
skew_ps = 10.37
final_min_period_over_clock_period = 0.5190

[global_routing]
grt_pass1_vias = 3210
grt_max_degree = 31
grt_pass1_wl_mm = 16.56
grt_usage = 0.2019
grt-ovfl-total = 0
antenna_found_initial = 0

[floorplanning]
num_io_pins = 54
rows = 37
die_y_um = 105.2
core_sq_mm = 0.01032
die-area_sq_mm = 0.01107
die_w_um = 105.2
initial_core_util = 0.4127

[run]
tool_warnings = 26
drv_cap = 0

[min_path]
hold_depth = 1
min_path_type = "reg -> reg"
## path summary, 6_finish.rpt
check,endpoint,slack [ps],from
max,CU1.operand2[6]$_DFFE_PP_,3660,instruction[18]
min,CU1.opcode[1]$_DFFE_PP_,590,CU1.opcode[1]$_DFFE_PP_
max reg2reg,alu1.result[7]$_DFF_P_,4620,CU1.sel3$_DFFE_PP_
min reg2reg,CU1.opcode[1]$_DFFE_PP_,590,CU1.opcode[1]$_DFFE_PP_
## cells in the final DEF, fill, tap and decap left out, types with 9 or more instances in the layout
cell,count
mux4_2,9
xnor2_1,10
a22o_1,17
nor3_1,12
clkbuf_8,10
clkdlybuf4s50_1,52
a21oi_1,20
nand2_1,48
dfxtp_1,12
nor2_1,39
o21ai_0,12
edfxtp_1,62
inv_1,27
## sequential cells by signal, indices dropped and copies added, names as in the netlist
| signal | flops |
|---|---|
| CU1.regfile | 32 |
| CU1.offset | 8 |
| CU1.operand1 | 8 |
| CU1.operand2 | 8 |
| alu1.result | 8 |
| CU1.opcode | 4 |
| CU1.state | 4 |
| CU1.sel1 | 1 |
| CU1.sel3 | 1 |
## power by group
group | internal, mW | switching (mW)
Sequential | 0.748 | 0.196
Clock | 0.159 | 0.143
Combinational | 0.583 | 0.591
Total | 1.49 | 0.929
## final cells by class
type / instances / area share
clock inverters: 5 / 0.01056
inverters: 28 / 0.02063
repair buffers: 56 / 0.1081
clock buffers: 11 / 0.02775
flip-flops and latches: 74 / 0.4126
well taps: 136 / 0.03340
multi-input cells: 280 / 0.3870
## per-stage QoR
stage                     instance area (sq um)  worst slack [ps]
after floorplan                            4260              4193
after global placement                     4900              3334
after detailed placement                   4900              3312
after CTS                                  5095              3672
after global routing                       5095              3445
final                                      5095              3656
## synthesized netlist by cell type, drive strengths merged, types with 2 or more instances
master / instances / share of area
a211oi: 9 / 0.017
nor4b: 2 / 0.0041
o31ai: 2 / 0.0047
clkbuf: 17 / 0.015
dfxtp: 12 / 0.056
o32a: 2 / 0.0047
nand4: 2 / 0.0029
inv: 27 / 0.024
o2111ai: 2 / 0.0041
nand3: 5 / 0.0059
edfxtp: 62 / 0.44
ha: 8 / 0.023
o21ai: 14 / 0.016
o21a: 7 / 0.012
a22o: 17 / 0.035
nor2b: 2 / 0.0029
o211ai: 4 / 0.0082
or4b: 2 / 0.0047
and3: 3 / 0.0044
mux2i: 6 / 0.014
and2: 2 / 0.0029
nand2b: 7 / 0.010
o211a: 7 / 0.016
a21oi: 20 / 0.023
buf: 6 / 0.0059
mux2: 2 / 0.0062
mux4: 9 / 0.048
xor2: 4 / 0.010
nor3: 12 / 0.014
nor4: 7 / 0.010
nor3b: 5 / 0.011
a2111oi: 5 / 0.010
xnor2: 10 / 0.021
a221o: 3 / 0.0070
nand2: 48 / 0.042
nor2: 39 / 0.034
## worst max-delay path, delay by kind of cell
family | cells | cell delay (ps)
AND-OR/OR-AND | 2 | 620
multiplexers | 2 | 930
buffers and inverters | 1 | 640
AND/OR/NAND/NOR | 1 | 340
## routing by layer
metal	vias up	GRT usage	part of all wire
li1	1606	-	-
met1	1533	0.3218	0.47
met2	85	0.2937	0.45
met3	6	0.06163	0.068
met4	0	0.03622	0.010
met5	-	0	0
## kinds of logic (layout without fill, tap and decap cells)
group / count (synthesis) / count (layout)
DFF: 74 / 74
xor gates and xnor gates: 14 / 14
muxes: 17 / 17
buffers and inverters: 51 / 100
AOI/OAI and AO/OA: 103 / 103
adders and majority gates: 9 / 9
and+or+nand+nor: 137 / 137
No activity file was given, so power comes from the tool's default toggle rates.
